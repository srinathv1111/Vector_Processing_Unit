### flow/config.mk
export PLATFORM = sky130hd
export DESIGN_NAME = VALU_Block
export DESIGN_NICKNAME = VALU_Block
export VERILOG_FILES = /design/flow/design.v
export SDC_FILE = /design/flow/constraint.sdc
export NUM_CORES = 4
export LEC_CHECK = 1
export CORE_UTILIZATION = 40
### flow/constraint.sdc
current_design VALU_Block

set clk_period 28.4
set clk_io_pct 0.2

create_clock -name clk0 -period $clk_period

set non_clock_inputs [all_inputs -no_clocks]
set_input_delay [expr $clk_period * $clk_io_pct] -clock clk0 $non_clock_inputs
set_output_delay [expr $clk_period * $clk_io_pct] -clock clk0 [all_outputs]
### flow/design.v
`timescale 1ns / 1ps
module VALU_Block(ena,
read_v1_0,read_v1_1,read_v1_2,read_v1_3,read_v1_4,read_v1_5,read_v1_6,read_v1_7,
read_v2_0,read_v2_1,read_v2_2,read_v2_3,read_v2_4,read_v2_5,read_v2_6,read_v2_7,
VALU_Sel,VResult_0,VResult_1,VResult_2,VResult_3,VResult_4,VResult_5,VResult_6,VResult_7);
input [7:0] ena;
input [31:0]read_v1_0,read_v1_1,read_v1_2,read_v1_3,read_v1_4,read_v1_5,read_v1_6,read_v1_7,
read_v2_0,read_v2_1,read_v2_2,read_v2_3,read_v2_4,read_v2_5,read_v2_6,read_v2_7;
input [2:0] VALU_Sel;
output [31:0]VResult_0,VResult_1,VResult_2,VResult_3,VResult_4,VResult_5,VResult_6,VResult_7;
Vector_ALU VA1(ena[0],read_v1_0,read_v2_0,VALU_Sel,VResult_0);
Vector_ALU VA2(ena[1],read_v1_1,read_v2_1,VALU_Sel,VResult_1);
Vector_ALU VA3(ena[2],read_v1_2,read_v2_2,VALU_Sel,VResult_2);
Vector_ALU VA4(ena[3],read_v1_3,read_v2_3,VALU_Sel,VResult_3);
Vector_ALU VA5(ena[4],read_v1_4,read_v2_4,VALU_Sel,VResult_4);
Vector_ALU VA6(ena[5],read_v1_5,read_v2_5,VALU_Sel,VResult_5);
Vector_ALU VA7(ena[6],read_v1_6,read_v2_6,VALU_Sel,VResult_6);
Vector_ALU VA8(ena[7],read_v1_7,read_v2_7,VALU_Sel,VResult_7);
endmodule
`timescale 1ns / 1ps
module Vector_ALU(ena,a,b,sel,VALU_Result);
input ena;
input [31:0]a,b;
input [2:0] sel;
output [31:0] VALU_Result;
reg [32:0] Result;
always @(*) begin
    if (ena)
        case(sel)
        0:Result=a+b; 
        1:Result=a-b; 
        2:Result=a*b; 
        3:Result=255-1;
        default:Result=0;
        endcase
    else Result=0;
end
assign VALU_Result=Result[31:0];
endmodule
### flow/run.sh
#!/bin/bash
# OpenROAD 26Q1-2900-gdf79404cd8, Yosys 0.63+post, stock flow scripts
make -C /OpenROAD-flow-scripts/flow DESIGN_CONFIG=/design/flow/config.mk WORK_HOME=/design/flow/orfs finish
==> impl_metrics.env <==
# physical design summary
export IMPL_drc=0
export IMPL_commonest_non_fill_non_tap_cell_in_the_layout="sky130_fd_sc_hd__fa_1"
export IMPL_status="completed"
export IMPL_grt_setup_unrepaired="no"
export IMPL_cp_data_required_time_ps=22720
export IMPL_floorplan_core_util_pct=40.2
export IMPL_critPathKind="in -> out"
export IMPL_finalMaxSlewViolations=0
export IMPL_maxClockFrequency_mhz=49.1
export IMPL_fin_area_um2=158000
export IMPL_synth_cell_area_um2=145000
export IMPL_routed_wire_length_per_instance_um=22.2
export IMPL_timing_final_ws_setup_ps=8040
export IMPL_timing_critical_path_arrival_ps=14680
export IMPL_die_height_um=603
export IMPL_post_cts_resize_count=0
export IMPL_most_common_layout_cells="3272 x sky130_fd_sc_hd__fa_1, 3148 x sky130_fd_sc_hd__inv_1, 2476 x sky130_fd_sc_hd__and2_1"
export IMPL_worstPathBufferInverterCount=7
export IMPL_yosys_stat_chipArea_um2=145000
export IMPL_synthesis_area_per_instance_um2=8.63
export IMPL_first_pass_grt_wire_length_um=745000
export IMPL_gr_max_usage_layer="met2"
export IMPL_fin_crit_ps=20360
export IMPL_detailroute_via_count=113311
export IMPL_hold_viol_final=0
export IMPL_avgViaCountPerCell=5.19
export IMPL_portBuffers=779
export IMPL_drt_initial_drc_count=5168
export IMPL_groute_layer_met2_usage_pct=44.8
export IMPL_number_of_global_route_vias_before_repair=120955
export IMPL_fillers=35412
export IMPL_critPathMaxStageDelay_ps=690
export IMPL_max_slew_margin_rel_pct=31.3
export IMPL_final_util_pct=44.0
export IMPL_warnings=40
export IMPL_final_antenna_net_count=0
export IMPL_grt_overflow_total=0
export IMPL_period_used_pct=71.7
export IMPL_critical_path_max_fanout=30
export IMPL_io_pins=779
export IMPL_ys_cells=16749
export IMPL_crit_path_end_kind="output pin"
export IMPL_rows=220
export IMPL_critical_path_top_cell_by_count="sky130_fd_sc_hd__fa_1"
export IMPL_numSequentialCells=0
export IMPL_synthCells=16749
export IMPL_drive_gt1_share_pct=2.80
export IMPL_dp_worst_setup_slack_ps=8070
export IMPL_clkbuf_count=0
export IMPL_worst_path_dominant_cell_family="adder cells"
export IMPL_setup_viol=0
export IMPL_cts_setup_buffers=0
export IMPL_largest_net_degree_at_the_start_of_global_routing=69
export IMPL_worst_setup_path_start_kind="input pin"
export IMPL_grt_usage_pct=28.9
export IMPL_cap_violations=0
export IMPL_grt_use_met1_pct=38.0
export IMPL_final_comb_area_um2=129000
export IMPL_finalSetupTns_ps=0
export IMPL_hpwlAfterDp_um=370000
export IMPL_synth_sequential_area_ratio_pct=0
export IMPL_antenna_found_initial=77
export IMPL_slowest_stage="sky130_fd_sc_hd__o21ai_0"
export IMPL_chip_area_um2=364000
export IMPL_fp_dieW_um=603
export IMPL_postPlaceCellArea_um2=158000
export IMPL_drtPass1Iterations=5
export IMPL_seq_area_um2=0
export IMPL_min_from="VALU_Sel[0]"
export IMPL_synthToLayoutAreaGrowth_pct=9.38
export IMPL_core_area_um2=359000
export IMPL_yosys_cell_types_count=82
export IMPL_yosysWarnings=1
export IMPL_wl_um=485000
export IMPL_grtUsageMet3_pct=10.7
export IMPL_worst_slew_pin_slew_ps=1030
export IMPL_number_of_buffers_added_to_fix_hold_violations_after_cts=0
export IMPL_min_path_type="in -> out"
export IMPL_routabilityCongestion=0.990
export IMPL_startpoint="read_v2_2[7]"
cell type report:
cell class	count	area share, %
inverter	3149	7.48
multi-input combinational	12696	81.8
tap	4773	3.78
antenna	49	0.0775
timing repair buffer	1182	6.84
stage by stage:
| step | instances | hold slack (ps) |
|---|---|---|
| 4_1_cts | 21800 | 12260 |
| 5_1_grt | 21838 | 12270 |
| 6_report | 21849 | 12220 |
| 3_5_place_dp | 21800 | 12270 |
| 2_1_floorplan | 16749 | 11500 |
| 3_3_place_gp | 21800 | 12270 |
final timing paths:
check            end  slack, ps  cells after the start
max    VResult_2[30]       8040                     28
min     VResult_5[6]      12220                      4
synthesized netlist by cell type, drive strengths merged (22+ instances only):
cell       n  area share (%)
inv     3149             8.2
a21o     185            0.96
and3      42            0.18
a211o     22            0.13
nand2b    98            0.43
nor4      38            0.20
xnor2    752             4.6
clkbuf   879             2.3
a31oi     44            0.19
fa      3272              45
and2    2477              11
o21a      72            0.37
nand2   1977             5.1
nand3     67            0.23
buf       25           0.070
nor2     430             1.1
ha      1248              11
o41ai     28            0.17
or3       48            0.21
o211ai    24            0.12
a22oi     83            0.43
o21bai    50            0.26
a211oi    55            0.29
nor2b     52            0.22
xor2     379             2.3
or2       25            0.11
o22ai     89            0.39
nor3     105            0.36
a21oi    451             1.6
o31ai     60            0.32
o21ai    298             1.0
routing by layer:
layer,up-vias,routed length (um)
li1,51036,-
met1,56743,186000
met2,4695,227000
met3,809,49300
met4,28,22700
met5,-,435
kinds of logic after synthesis:
logic type                 after synthesis  synth area share (%)
buffers and inverters                 4053                  10.5
AOI/OAI and AO/OA                     1609                  7.16
muxes                                   12                0.0865
and+or+nand+nor                       5424                  19.3
xor gates and xnor gates              1131                  6.85
adders and majority gates             4520                  56.1
