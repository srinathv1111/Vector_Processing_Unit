### /design/flow/design.v
`timescale 1ns / 1ps
module Instruction_Memory(clk,reset,PC,Instruction_Code);
input [31:0] PC;
input reset,clk;
output [31:0] Instruction_Code;
reg [7:0]rom[100:0];
assign Instruction_Code={rom[PC+3],rom[PC+2],rom[PC+1],rom[PC]};
always @(posedge clk) begin
    if (reset) begin 
    {rom[3], rom[2], rom[1], rom[0] }=32'b0000001_00000_00001_000_00001_1111111; 
    {rom[7], rom[6], rom[5], rom[4] }=32'b0000001_00000_00010_000_00010_1111111; 
    {rom[11],rom[10],rom[9], rom[8] }=32'b0000000_00010_00001_000_00011_1111111; 
    {rom[15],rom[14],rom[13],rom[12]}=32'b0100000_00010_00001_000_00100_1111111; 
    {rom[19],rom[18],rom[17],rom[16]}=32'b1100000_00010_00001_000_00101_1111111; 
    end
end
endmodule
### /design/flow/run.sh
#!/bin/bash
# OpenROAD 26Q1-2900-gdf79404cd8, Yosys 0.63+post, stock flow scripts
make -C /OpenROAD-flow-scripts/flow DESIGN_CONFIG=/design/flow/config.mk WORK_HOME=/design/flow/orfs finish
### /design/flow/config.mk
export PLATFORM = sky130hd
export DESIGN_NAME = Instruction_Memory
export DESIGN_NICKNAME = Instruction_Memory
export VERILOG_FILES = /design/flow/design.v
export SDC_FILE = /design/flow/constraint.sdc
export NUM_CORES = 4
export LEC_CHECK = 1
export CORE_AREA = 10 10 70 70
export DIE_AREA = 0 0 80 80
### /design/flow/constraint.sdc
current_design Instruction_Memory

set clk_period 3.1
set clk_io_pct 0.2

create_clock -name clk0 -period $clk_period [get_ports {clk}]

set non_clock_inputs [all_inputs -no_clocks]
set_input_delay [expr $clk_period * $clk_io_pct] -clock clk0 $non_clock_inputs
set_output_delay [expr $clk_period * $clk_io_pct] -clock clk0 [all_outputs]
==> results.yml <==
# synthesis and place-and-route metrics
detailed_routing:
  wire_per_inst_um: 16.36
  drcViolationCount: 0
  first_iter_violations: 175
  viasPerCell: 5.662
  n_antenna_cell: 0
  wirelength_um: 6103
  ant_nets: 0
  vias: 2112
  dr.pass1.iters: 4
finish:
  final_util_pct: 79.96
  final_cells: 373
  fill_cells: 225
  area_delta_synth_final_pct: 95.78
  ff_latch_area_sq_um: 0
  clkbuf_count: 0
  drive_gt1_share_pct: 47.71
  ff_count: 0
logic_synthesis:
  synth.most_common_cell: "nand2_1"
  synth_seq_share_pct: 0
  syn_inst: 222
  yosys.cell_types.count: 59
  top_area_cell: "a21oi_1"
  top_cells_by_area: "a21oi_1 7.2%, o21ai_0 7.2%, nand2_1 6.2%"
  syn_avg_cell_area_sq_um: 6.284
  synth_top_area_share_pct: 7.175
  synth_area_sq_um: 1395
  top_cells_by_count: "23 x nand2_1, 20 x a21oi_1, 20 x o21ai_0"
  yosysChipArea_sq_um: 1395
  yosysWarnings: 650
  yosysCellCount: 222
run:
  max-cap-violations: 0
  warning_count: 57
sta:
  fmax_mhz: 322.8
  finalCritPeriodShare_pct: 99.92
  finalCriticalPeriod_ps: 3097
  slew_headroom_pct: 74.57
  slew_violations: 0
  timing.hold.ws_ps: 1869
  worstMarginPinSlew_ps: 379.5
  rsz0062_at_grt: "yes"
  finalHoldViolCount: 0
  setup_violations: 0
status:
  status: "complete, no violations"
global_routing:
  grt_use_total_pct: 16.72
  grt_pass1_vias: 1915
  grt_max_degree: 21
  grt_overflow_total: 0
  grt_pass1_wl_um: 9170
  grt_antenna_before_repair: 0
setup_path:
  critPathArrivalTime_ps: 2480
  required_ps: 2480
  path_class: "in2out"
  critPathLaunchType: "input port"
  critPathMaxFanout: 7
  endpoint_kind: "primary output"
floorplan:
  coreArea_sq_um: 3416
  dieHeight_um: 80
  die-area_sq_um: 6400
  num_rows: 21
  dieWidth_um: 80
  initial_core_util_pct: 40.84
  ios: 66
power_and_ir_drop:
  power.density_nw_per_um2: 140.3
  max-vdd-ir-drop_mv: 0.1168
  p_leak_nw: 1.186
  p_seq_share_pct: 0
  switching_share_pct: 48.01
  internal-power_mw: 0.1992
  p_clk_share_pct: 0
  p_comb_share_pct: 100.0
  p_sw_mw: 0.1840
place:
  port-buffer-count: 39
  place_inst: 356
  dp_hpwl_um: 4143
  gp_congestion: 0.9289
worst_hold_path:
  hold_path_class: "in2out"
cts:
  postCtsHoldBufs: 0
## placed cells by master (no fill, tap or decap), types with 3 or more instances in the layout
| cell | Yosys | routed |
|---|---|---|
| buf_8 | 0 | 3 |
| o21a_1 | 5 | 5 |
| nand3_1 | 7 | 7 |
| buf_4 | 11 | 79 |
| nor2b_1 | 5 | 5 |
| nand2_1 | 23 | 18 |
| a211oi_2 | 1 | 3 |
| nor3_2 | 0 | 3 |
| a21oi_4 | 1 | 4 |
| o21ai_0 | 20 | 14 |
| nor3_1 | 11 | 6 |
| clkdlybuf4s50_1 | 0 | 19 |
| and2_1 | 5 | 4 |
| a21o_1 | 4 | 3 |
| xnor2_1 | 6 | 4 |
| nand4_1 | 3 | 3 |
| o21ai_1 | 0 | 4 |
| dlymetal6s2s_1 | 0 | 3 |
| buf_6 | 4 | 12 |
| clkbuf_2 | 0 | 4 |
| dlygate4sd2_1 | 0 | 10 |
| nand2_2 | 0 | 5 |
| a21oi_1 | 20 | 15 |
| nor2_1 | 17 | 14 |
| nand2b_1 | 5 | 3 |
| inv_1 | 3 | 3 |
## per-stage QoR
| step | power, mW | TNS, ps | setup WS (ps) | area (sq um) |
|---|---|---|---|---|
| 6_report | 0.3832 | 0 | 2.523 | 2731 |
| 4_1_cts | 0.3289 | -176.7 | -72.65 | 2466 |
| 2_1_floorplan | 0.1541 | 0 | 329.8 | 1395 |
| 3_5_place_dp | 0.2988 | -13380 | -696.0 | 2243 |
| 3_3_place_gp | 0.2987 | -13540 | -707.3 | 2243 |
| 5_1_grt | 0.4101 | -152.8 | -57.60 | 2731 |
## cell families (layout without fill, tap and decap cells)
group           Yosys count  in the layout  share of synthesized area (%)
fa+ha+maj                 3              3                          2.511
compound gates           83             83                          41.80
simple gates             93             93                          34.17
mux                       1              1                         0.7175
xor+xnor                  8              8                          5.561
buf+inv                  34            139                          15.25
## worst max-delay path, stage by stage
cell             delay (ps)
buf_4                   110
ha_4                    160
buf_4                   200
nand2b_4                160
o21ai_0                 100
a32oi_2                 270
o22ai_1                 140
a211o_1                 300
clkdlybuf4s50_1         410
## cell type report
type | instances | area, sq um | share of cell area, %
multi-input combinational | 188 | 1504 | 55.06
timing repair buffer | 133 | 1145 | 41.91
tap | 46 | 57.56 | 2.107
inverter | 6 | 25.02 | 0.9162
## routing by layer
layer	vias up	track usage, %	wire length, um
li1	1027	-	-
met1	980	24.44	2817
met2	89	26.57	2781
met3	16	0.9091	400
met4	0	2.641	105
met5	-	0	0
## timing repair
item / CTS / global route
setup buffers: 7 / 10
gates resized: 71 / 49
setup endpoints to repair: 28 / 11
gates cloned: 0 / 1
pin swaps: 17 / 18
## path summary, 6_finish.rpt
kind | cells after the start | start | to
worst min-delay path | 4 | PC[0] | Instruction_Code[13]
worst max-delay path | 9 | PC[1] | Instruction_Code[17]
## power by group through the flow
stage         Combinational, mW  Sequential, mW  Clock [mW]
CTS                       0.329               0           0
global route              0.410               0           0
finish                    0.383               0           0
Power is estimated from default activity; no workload was simulated.
