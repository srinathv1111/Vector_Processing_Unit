==> flow/design.v <==
`timescale 1ns / 1ps
module Vector_Reg_Write(clk,pc_rst,VRW_Ena,VLR,
VResult_0,VResult_1,VResult_2,VResult_3,VResult_4,VResult_5,VResult_6,VResult_7,
Write_Data,VRW_done,VRW_start);
input clk;
input [1:0]pc_rst;
input VRW_Ena;
input [31:0] VLR;
input [31:0] VResult_0,VResult_1,VResult_2,VResult_3,VResult_4,VResult_5,VResult_6,VResult_7;
output reg[31:0] Write_Data;
output VRW_done; output reg VRW_start;
reg [6:0]count;
always @(posedge clk) begin
    if (VRW_start && ~VRW_done) begin
        count<=(count<VLR)?count+1:0;
    end
    VRW_start<=(VRW_done)?0:VRW_start;
end
always@(*) begin
case(count)
    0:Write_Data=VResult_0;
    1:Write_Data=VResult_1;
    2:Write_Data=VResult_2;
    3:Write_Data=VResult_3;
    4:Write_Data=VResult_4;
    5:Write_Data=VResult_5;
    6:Write_Data=VResult_6;
    7:Write_Data=VResult_7;
    default:Write_Data=0;
endcase
end
always @(pc_rst) begin
    count<=0;
end
always @(posedge clk) begin
    if (VRW_Ena && !VRW_done)VRW_start<=1;
    else VRW_start<=0;
end
always @(posedge VRW_done) begin
    VRW_start<=0;
end
assign VRW_done=(count==(VLR-1))?1:0;
endmodule
==> flow/run.sh <==
#!/bin/bash
# OpenROAD 26Q1-2900-gdf79404cd8, Yosys 0.63+post, stock flow scripts
make -C /OpenROAD-flow-scripts/flow DESIGN_CONFIG=/design/flow/config.mk WORK_HOME=/design/flow/orfs finish
==> flow/config.mk <==
export PLATFORM = sky130hd
export DESIGN_NAME = Vector_Reg_Write
export DESIGN_NICKNAME = Vector_Reg_Write
export VERILOG_FILES = /design/flow/design.v
export SDC_FILE = /design/flow/constraint.sdc
export NUM_CORES = 4
export LEC_CHECK = 1
export CORE_AREA = 10 10 133 133
export DIE_AREA = 0 0 143 143
==> flow/constraint.sdc <==
current_design Vector_Reg_Write

set clk_period 1.2
set clk_io_pct 0.2

create_clock -name clk0 -period $clk_period [get_ports {clk}]

set non_clock_inputs [all_inputs -no_clocks]
set_input_delay [expr $clk_period * $clk_io_pct] -clock clk0 $non_clock_inputs
set_output_delay [expr $clk_period * $clk_io_pct] -clock clk0 [all_outputs]
==> reports/qor.csv <==
metric,value,unit
outcome,finished with violations,
violated checks,setup timing,
Placer Congestion,0.6464,
Seq cells,0,
Top cell area share,50.51,%
Tmin final,1.927,ns
cell taking the most area after synthesis,buf_4,
drt wl/cell,13.55,um
final setup vio count,1,
DR iter-0 viols,4,
Detail Placement HPWL,3341,um
Post-Synthesis Cells,68,
OpenROAD warning count,258,
Filler cells,1684,
clkbuf count,0,
Yosys Chip Area,490.5,um^2
Final Hold Fails,0,
Final Cell Area,973.4,um^2
Chip Height,143,um
gr ovfl total,0,
Core Region,14700,um^2
cycle use final,160.6,%
"Cell Area, Synth",490.5,um^2
via/cell ratio,1.914,
RSZ-0062 raised after global routing,yes,
Total Wirelength,3604,um
synth-to-layout area growth,98.47,%
fmax,518.9,MHz
Hold Crit Class,input port to primary output,
Crit Path Class,input port to primary output,
Post-synth seq share,0,%
Final ANT Viol Nets,0,
post-place setup slack,-1.431,ns
DP Area,888.4,um^2
syn avg cell area,7.213,um^2
synth unique cells,26,
Yosys Instances,68,
fp_density,3.337,%
via count,509,
Power per Cell Area,181.7,nW/um^2
# Max-Cap Violations,0,
IO Port Bufs,33,
row count,44,
post-layout util,6.622,%
die width,143,um
Pleak,0.3108,nW
number of hold buffers added after cts,0,
Slew Limit Fails,0,
Total Routing Usage GR,3.260,%
"Warnings, synthesis",4,
Setup WS post-layout,-0.7270,ns
first-pass GRT wire length,4457,um
DR DRC count,0,
maximum vdd drop,78.08,uV
Ant. Diodes,0,
WP data required,0.96,ns
largest net degree at the start of global routing,5,
arrival time worst endpoint,1.69,ns
crit start category,input port,
CP max FO,3,
FF+latch area,0,um^2
initial antenna violation count,2,
vias in the first global route,530,
Final TNS setup,-0.7270,ns
# IOs,326,
layout cells sized above 1,53.66,%
Main area contributors,"buf_4, nor4_1, nor4_2",
Setup crit end kind,primary output,
First-pass DRT Iterations,3,
die area,20450,um^2
==> area by class of cell <==
class / count / area (um^2) / area share [%]
repair buffers: 47 / 391.6 / 40.23
multi-input cells: 33 / 344.1 / 35.35
well taps: 184 / 230.2 / 23.65
inverters: 2 / 7.507 / 0.7712
==> logic make-up (layout without fill, tap and decap cells) <==
group	Yosys count	after routing	share of synthesized area (%)
AOI/OAI and AO/OA	8	8	13.01
muxes	1	1	2.041
and+or+nand+nor	22	22	30.36
other	1	1	0.7646
xor gates and xnor gates	1	1	1.786
buffers and inverters	35	49	52.04
==> cells in the final DEF (no fill, tap or decap), drive strengths merged <==
master         instances
nand3                  1
inv                    2
nor3                   2
nor2                   5
nand2b                 1
or4b                   1
mux2i                  1
a31oi                  1
o31ai                  1
nand2                  1
clkbuf                 4
clkdlybuf4s50          3
nor2b                  1
clkdlybuf4s15          6
buf                   25
dlygate4sd2            9
conb                   1
o211ai                 1
xor2                   1
o22ai                  1
a211oi                 2
or3                    1
nand4                  1
nand4b                 1
o21ai                  1
a21oi                  1
nor4                   7
==> per-stage QoR <==
step                      instances  total power [W]  hold WS (ns)
after floorplan                  68       0.00009354        0.5464
after global placement          261        0.0001770        0.4800
after detailed placement        261        0.0001794        0.4800
after CTS                       265        0.0001655        0.4800
after global routing            266        0.0001892        0.4800
final                           266        0.0001768        0.4800
==> power by group <==
part / leakage (nW) / internal, W / total [W] / switching, W
combinational: 0.311 / 0.000104 / 0.000177 / 0.0000731
clock: 0 / 0 / 0 / 0
sequential: 0 / 0 / 0 / 0
==> cells in the mapped netlist, drive strengths merged <==
library cell and n:
nor2b 1, nand3 1, nand4b 1, nand2b 1, a21oi 1, nor3 2, or4b 1, mux2i 1
o21ai 1, nor2 5, inv 2, o22ai 1, nor4 7, o31ai 1, conb 1, buf 33
xor2 1, or3 1, a211oi 2, a31oi 1, o211ai 1, nand2 1, nand4 1
==> worst max-delay path: stages <==
cell,delay [ns]
dlygate4sd2_1,0.25
nor4_1,0.23
nand4b_1,0.20
or3_1,0.41
a31oi_2,0.16
a211oi_2,0.05
buf_2,0.13
==> layer usage <==
metal  part of all wire, %  track usage (%)  vias to the layer above
met2                    57            6.467                       44
met1                    22            2.107                      218
met4                  0.83           0.2172                        2
met5                  0.36                0                        -
met3                    20            3.097                        8
li1                      -                -                      237
==> timing repair <==
action | in CTS | in global routing
pin swaps | 15 | 12
endpoints found under the setup margin | 1 | 1
cloned | 0 | 0
resized | 76 | 20
buffers inserted | 4 | 1
==> path summary, 6_finish.rpt <==
path / from / to / slack, ns / cells past startpoint
max: VLR[24] / VRW_done / -0.73 / 7
min: VResult_0[0] / Write_Data[0] / 0.48 / 0
Power is estimated from default activity; no workload was simulated.
